## flow/run.sh

```bash
#!/bin/bash
# OpenROAD 26Q1-2900-gdf79404cd8, Yosys 0.63+post, stock flow scripts
make -C /OpenROAD-flow-scripts/flow DESIGN_CONFIG=/design/flow/config.mk WORK_HOME=/design/flow/orfs finish
```

## flow/config.mk

```make
export PLATFORM = sky130hd
export DESIGN_NAME = fc_top
export DESIGN_NICKNAME = fc_top
export VERILOG_FILES = /design/flow/design.v
export SDC_FILE = /design/flow/constraint.sdc
export NUM_CORES = 4
export LEC_CHECK = 1
export CORE_UTILIZATION = 40
```

## flow/constraint.sdc

```tcl
current_design fc_top

set clk_period 8.6
set clk_io_pct 0.2

create_clock -name clk0 -period $clk_period [get_ports {clk}]

set non_clock_inputs [all_inputs -no_clocks]
set_input_delay [expr $clk_period * $clk_io_pct] -clock clk0 $non_clock_inputs
set_output_delay [expr $clk_period * $clk_io_pct] -clock clk0 [all_outputs]
```

## flow/design.v

```verilog
module fc_top(
	input wire clk,
	input wire rst_n,
	input wire valid_i,
	input wire [9*8-1:0] data_in,
	input wire [9*8-1:0] weight1,
	input wire [9*8-1:0] weight2,
	input wire [31:0] bias,
	output reg valid_o,
	output reg [7:0] data1_o,
	output reg [7:0] data2_o
);
parameter M0 = 4'd11;  
parameter n = 15;  
reg [9*8-1:0] weight1_inst;
reg [9*8-1:0] weight2_inst;
reg [32-1:0]  bias_inst;
wire signed [7:0] input_div [8:0];
wire signed [7:0] weight1_div [8:0];
wire signed [7:0] weight2_div [8:0];
wire signed [15:0] bias1;
wire signed [15:0] bias2;
reg       fc_en;
reg [3:0] cnt;
reg [5:0] num_cnt;
reg pe_en;
reg bias_en;
reg flush;
reg signed [7:0] pe_data;
reg signed [7:0] pe_weight1;
reg signed [7:0] pe_weight2;
wire signed [31:0] data_o_1,data_o_2;
reg signed [35:0] data_big_1, data_big_2;
genvar input_allo;
generate for (input_allo=0; input_allo<9; input_allo=input_allo+1)
	begin: INPUT_ALLOCATION
		assign input_div[input_allo] = data_in[(input_allo+1)*8 -1-:8];	
	end
endgenerate
genvar weight_allo;
generate for (weight_allo=0; weight_allo<9; weight_allo=weight_allo+1)
	begin: WEIGHT_ALLOCATION
		assign weight1_div[weight_allo] = weight1_inst[(weight_allo+1)*8 -1-:8];	
		assign weight2_div[weight_allo] = weight2_inst[(weight_allo+1)*8 -1-:8];	
	end
endgenerate
assign bias1 = bias_inst[15:0];
assign bias2 = bias_inst[31:16];
always @(posedge clk or negedge rst_n) begin
	if (!rst_n)
		weight1_inst <= 0;
	else if (valid_i)
		weight1_inst <= weight1;
end
always @(posedge clk or negedge rst_n) begin
	if (!rst_n)
		weight2_inst <= 0;
	else if (valid_i)
		weight2_inst <= weight2;
end
always @(posedge clk or negedge rst_n) begin
	if (!rst_n)
		bias_inst <= 0;
	else if (valid_i)
		bias_inst <= bias;
end
always @(posedge clk or negedge rst_n) begin
	if (!rst_n)
		fc_en <= 1'b0;
	else if (valid_i)
		fc_en <= 1'b1;
	else if (cnt == 4'd11)
		fc_en <= 1'b0;
end
always @(posedge clk or negedge rst_n) begin
	if (!rst_n)
		cnt <= 0;
	else if (cnt == 4'd12)
		cnt <= 0;
	else if (valid_i | fc_en)
		cnt <= cnt + 1'b1;
end
always @(posedge clk or negedge rst_n) begin
	if (!rst_n)
		num_cnt <= 0;
	else if (num_cnt == 6'd32 && valid_i)
		num_cnt <= 6'd1;
	else if (valid_i)
		num_cnt <= num_cnt + 1'b1;
end
always @(posedge clk or negedge rst_n) begin
	if (!rst_n)
		pe_en <= 1'b0;
	else if ((cnt>= 5'd1) && (cnt<= 5'd9))
		pe_en <= 1'b1;
	else 
		pe_en <= 1'b0;
end
always @(posedge clk or negedge rst_n) begin
	if (!rst_n)
		bias_en <= 1'b0;
	else if ((cnt== 5'd10) && (num_cnt == 6'd1))
		bias_en <= 1'b1;
	else 
		bias_en <= 1'b0;
end
always @(posedge clk or negedge rst_n) begin
	if (!rst_n)
		flush <= 1'b0;
	else if ((cnt== 5'd1) && (num_cnt == 6'd1))
		flush <= 1'b1;
	else 
		flush <= 1'b0;
end
always @(*) begin
	if ((cnt>= 5'd1) && (cnt<= 5'd9))
		pe_data = input_div[cnt-1];
	else
		pe_data = 0;
end
always @(*) begin
	if ((cnt>= 5'd1) && (cnt<= 5'd9))
		pe_weight1 = weight1_div[cnt-1];
	else
		pe_weight1 = 0;
end
always @(*) begin
	if ((cnt>= 5'd1) && (cnt<= 5'd9))
		pe_weight2 = weight2_div[cnt-1];
	else
		pe_weight2 = 0;
end
pe_fc u_pe_fc1(
	.clk(clk),
	.rst_n(rst_n),
	.data_i(pe_data),
	.weight_i(pe_weight1),
	.bias_i(bias1),
	.en(pe_en),
	.bias_en(bias_en),
	.flush(flush),
	.data_o(data_o_1)
);
pe_fc u_pe_fc2(
	.clk(clk),
	.rst_n(rst_n),
	.data_i(pe_data),
	.weight_i(pe_weight2),
	.bias_i(bias2),
	.en(pe_en),
	.bias_en(bias_en),
	.flush(flush),
	.data_o(data_o_2)
);
always @(posedge clk or negedge rst_n) begin
	if (!rst_n)
		data_big_1 <= 0;
	else
		data_big_1 <= data_o_1 * M0;
end
always @(posedge clk or negedge rst_n) begin
	if (!rst_n)
		data_big_2 <= 0;
	else
		data_big_2 <= data_o_2 * M0;
end
always@(posedge clk or negedge rst_n) begin  
	if(!rst_n)
		data1_o <= 0;
	else if((cnt== 5'd12) && (num_cnt == 6'd32)) begin
		if (data_big_1[35])
			data1_o <= (data_big_1[35:22]==15'b111111111111111)?8'h80:data_big_1[22:15];
		else 
			data1_o <= data_big_1[35:22]?8'h7f:data_big_1[22:15];
	end
end
always@(posedge clk or negedge rst_n) begin  
	if(!rst_n)
		data2_o <= 0;
	else if((cnt== 5'd12) && (num_cnt == 6'd32)) begin
		if (data_big_2[35])
			data2_o <= (data_big_2[35:22]!=15'b111111111111111)?8'h80:data_big_2[22:15];
		else 
			data2_o <= data_big_2[35:22]?8'h7f:data_big_2[22:15];
	end
end
always@(posedge clk or negedge rst_n) begin
	if(!rst_n)
		valid_o <= 1'b0;
	else if (valid_o)
		valid_o <= 1'b0;
	else if ((cnt== 5'd11) && (num_cnt == 6'd32))
		valid_o <= 1'b1;
end
endmodule 
module pe_fc(
		input clk,
		input rst_n,
		input signed [7:0] data_i,
		input signed [7:0] weight_i,
		input signed [15:0] bias_i,
		input en,
		input bias_en,
		input flush,
		output reg signed [31:0] data_o
);
reg signed [15:0] mul;
reg signed [15:0] add;    
always @(posedge clk or negedge rst_n) begin
	if (!rst_n)
		mul <= 0;
	else 
		mul <= data_i * weight_i;
end
always @(*) begin
	if (en)
		add = mul;
	else if (bias_en)
		add = bias_i;
	else
		add = 0;
end
always @(posedge clk or negedge rst_n) begin
	if (!rst_n)
		data_o <= 0;
	else if (flush)
		data_o <= mul;
	else 
		data_o <= data_o + add;
end
endmodule
```

==> Slide: Implementation Results <==
Run Summary

Outcome
  • Result of the run: finished clean

Global routing
  • Vias in the first global route: around 22000
  • Antenna violations before repair: 9
  • Grt total ovfl: 0
  • Pin count of the biggest net entering global routing: 119
  • First-pass GRT wire length: between 100 and 150 mm
  • Total routing resource utilization after global routing: 0.2183

Worst setup path
  • Worst endpoint data arrival time: 8260 ps
  • Type of element capturing the critical path: flip-flop
  • Cell depth of the worst setup path: 27
  • Dominant cell type by count on the critical path: sky130_fd_sc_hd__inv_1
  • Slowest-stage cell, CP: sky130_fd_sc_hd__nand2b_1
  • CP startpoint: cnt[0]
  • Depth of the worst register-to-register path: 27
  • Type of the setup path with the least slack: reg -> reg
  • Type of element launching the critical path: flip-flop
  • FF-to-FF Start: cnt[0]
  • Slowest Stage Delay on Critical Path: 590 ps
  • Crit path buf inv count: 6
  • Crit Path Max Fanout: 19
  • R2R Path End: u_pe_fc1.mul[14]
  • Worst reg2reg setup slack: slightly below 800 ps
  • Cell family with the largest share of critical-path delay: adder cells
  • End point of the critical path: u_pe_fc1.mul[14]
  • Required time worst endpoint: 9040 ps

Clocking
  • TritonCTS clock tree: done
  • CTS H-Tree Depth: 2
  • Number of post-CTS setup repair buffers: 0
  • Number of sinks handled by clock tree synthesis: around 350
  • Maximum buffer depth of the clock tree: 3
  • Clock-pin transition on the worst setup and hold timing paths: 60 ps
  • Number of buffers created by CTS: approximately 43
  • Clk root buf: sky130_fd_sc_hd__clkbuf_16
  • Clock latency reported for the late side of the worst-skew pair: between 500 and 600 ps

Finish
  • Synthesis-to-finish area growth: 18.00%
  • Layout cell share with drive strength beyond 1: 0.1014
  • Cell Count, Final, Fillers Out: roughly 4100

Yosys
  • Async set-reset flop share out of synthesis: 1.000
  • Dominant combinational cell family by area after synthesis: adder cells
  • Number of flip-flops and latches in the synthesized netlist: between 300 and 400
  • Synthesized-area fraction occupied by and/or/nand/nor cells: 0.1015
  • Combined area of all synthesized cells: 0.02815 mm2
  • Ys cells: roughly 3000
  • Mux cell area share: 0.07387
  • Flip-flop cell with the highest count after synthesis: sky130_fd_sc_hd__dfrtp_1
  • Cell types with the highest counts after synthesis: 486 x sky130_fd_sc_hd__inv_1, 345 x sky130_fd_sc_hd__dfrtp_1, 260 x sky130_fd_sc_hd__ha_1
  • Avg Cell Area, Syn: roughly 9.6 um2
  • Top area contributor share: 0.3067
  • Synth area leaders: sky130_fd_sc_hd__dfrtp_1 31%, sky130_fd_sc_hd__fa_1 12%, sky130_fd_sc_hd__ha_1 12%
  • Post-synthesis instance total: 2929
  • Yosys Warn Count: 2
  • Synth area leader: sky130_fd_sc_hd__dfrtp_1
  • Fraction of the mapped netlist area in adder cells: 0.2357
  • Post-synthesis cell type with the largest instance count: sky130_fd_sc_hd__inv_1
  • Count of library flops with an enable pin: 0
  • Chip area estimate from yosys synthesis: around 0.028 mm2
  • Post-Synth AOI/OAI Area: 0.1593
  • Post-synthesis xor/xnor area fraction: 0.03702
  • Seq share, synth: 0.3067
  • Number of library cell types mapped by synthesis: approximately 70

Final timing
  • Share of the clock period used by the worst path: 0.9094
  • Final critical-path required period: between 7000 and 8000 ps
  • Max-slew headroom: 0.4270
  • Fmax: about 130 MHz
  • Final setup violation count: 0
  • Max-slew violation count: 0
  • Setup_tns: 0 ps
  • RSZ-0062 raised after global routing: false
  • Worst clock skew: around 11 ps
  • Final hold violation count: 0
  • Slew @ Worst Pin: around 850 ps

Drt
  • Violation tally from detailed-route iteration zero: 1366
  • Drt first pass iters: 8
  • Overall via count from detail_route: between 20000 and 25000
  • Average wire per standard cell: roughly 18 um
  • Count of unresolved DRC violations after routing: 0
  • Number of vias per cell after detailed routing: 5.324
  • Routed wire length: roughly 72 mm
  • Tally of nets with antenna violations remaining after routing: 0

Floorplanning
  • Floorplan Core Area: 0.06907 mm2
  • Number of ports placed on the die boundary: ~270
  • Initial Util: 0.4076
  • Horiz. Die Dim: between 200 and 300 um
  • Vertical die size: ~270 um
  • Die ar.: a little over 0.07 mm2
  • Row count: approximately 96

Min path
  • Worst min path class: reg -> reg
  • Source of the worst hold timing path: valid_o

Place
  • Routability-driven placement congestion ratio: roughly 0.92
  • HPWL reported at the end of detailed placement: around 55 mm
  • Total placed cells including tap cells: about 4000
  • Number of input and output port buffers inserted: roughly 270

Job
  • Count of max-cap constraint violations: 0
  • Total tool warning count: 35
==> per-stage QoR <==
stage | hold WS, ps | cell area [um2] | util | setup WS (ps)
floorplan | 385.1 | 28150 | - | 1819
CTS | 465.2 | 33220 | 0.4809 | 521.3
global placement | 446.4 | 31640 | 0.4581 | 727.9
finish | 462.4 | 33220 | 0.4810 | 779.0
detailed placement | 449.4 | 31640 | 0.4581 | 559.4
global route | 480.7 | 33220 | 0.4810 | 118.7
==> routing by layer <==
layer  part of all wire  global-route usage  vias to the layer above  routed length, um
met5             0.0013                   0                        -                 93
met4              0.027             0.04800                       14               1929
met3              0.070             0.05300                      134               5045
met2               0.46              0.3422                      585              33680
met1               0.44              0.3160                    10500              31720
li1                   -                   -                    10590                  -
==> cell families after synthesis <==
family          count (synthesis)
mux                           185
fa+ha+maj                     429
compound gates                659
buf+inv                       620
simple gates                  572
flops                         345
xor+xnor                      119
==> what timing repair did <==
action | in CTS | in global routing
gates resized | 0 | 1
setup endpoints to repair | 0 | 1
hold buffers | 0 | 0
hold endpoints to repair | 0 | 0
==> registers in the layout, summed over array words and instances (netlist names), 16 cells and up <==
register and count:
bias_inst 32, weight2_inst 72, u_pe_fc2.mul 16, data_big_2 21, u_pe_fc2.data_o 32, data_big_1 21, weight1_inst 72, u_pe_fc1.mul 16
u_pe_fc1.data_o 32
==> placed cells by master, fill, tap and decap left out, types with 22 or more instances in the layout <==
cell                                n
sky130_fd_sc_hd__a21oi_1          186
sky130_fd_sc_hd__buf_4             25
sky130_fd_sc_hd__o21ai_0          110
sky130_fd_sc_hd__a22oi_1           47
sky130_fd_sc_hd__clkdlybuf4s50_1  265
sky130_fd_sc_hd__a21o_1            68
sky130_fd_sc_hd__mux2_2           182
sky130_fd_sc_hd__nand3_1           56
sky130_fd_sc_hd__or3_1             31
sky130_fd_sc_hd__fa_1             169
sky130_fd_sc_hd__o21a_1            27
sky130_fd_sc_hd__nor2_1           107
sky130_fd_sc_hd__nand4_1           22
sky130_fd_sc_hd__a222oi_1          26
sky130_fd_sc_hd__inv_1            486
sky130_fd_sc_hd__nor4_1            31
sky130_fd_sc_hd__nand2_1          122
sky130_fd_sc_hd__xor2_1            36
sky130_fd_sc_hd__ha_1             259
sky130_fd_sc_hd__dfrtp_1          344
sky130_fd_sc_hd__clkbuf_16         45
sky130_fd_sc_hd__xnor2_1           83
sky130_fd_sc_hd__nor3_1           110
sky130_fd_sc_hd__a22o_1            32
==> area by class of cell <==
class | instances | area [um2]
repair buffers | 293 | 2889
multi-input cells | 1964 | 17130
well taps | 931 | 1165
inverters | 487 | 1828
clock inverters | 19 | 341.6
flip-flops and latches | 345 | 8635
fillers | 6224 | 35850
clock buffers | 58 | 1235
diodes | 1 | 2.502
==> worst min path at each step <==
stage	slack (ps)	depth (start not counted)	end
CTS	470	2	u_pe_fc2.data_o[7]
global route	480	1	valid_o
finish	460	1	valid_o
