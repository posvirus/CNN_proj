## design.v

```verilog
module maxpool(
  input wire  clk,
  input wire  rst_n,
  input wire            maxpool_valid_i, 
  input wire [36*8-1:0] maxpool_input,  
  output reg            maxpool_valid_o,  
  output reg [9*8-1 :0] maxpool_output  
);
reg [4:0] cnt;
reg maxpool_en;
reg [7:0] data1;
reg [7:0] data2;
reg [7:0] data3;
reg [7:0] data4;
reg [7:0] data5;
reg [7:0] data6;
wire [7:0] input_div [36-1:0];
genvar input_allo;
generate for (input_allo=0; input_allo<36;input_allo=input_allo+1)
	begin: INPUT_ALLOCATION
		assign input_div[input_allo] = maxpool_input[(input_allo+1)*8 -1-:8];
	end
endgenerate
always @(posedge clk or negedge rst_n) begin
	if (!rst_n)
		maxpool_en <= 1'b0;
	else if (cnt == 5'd16)
		maxpool_en <= 1'b0;
	else if (maxpool_valid_i)
		maxpool_en <= 1'b1;
end
always @(posedge clk or negedge rst_n) begin
	if (!rst_n) 
		cnt <= 0;
	else if (cnt == 5'd17)
		cnt <= 0;
	else if (maxpool_valid_i | maxpool_en)
		cnt <= cnt + 1'b1;
end
always @(posedge clk or negedge rst_n) begin
	if (!rst_n)
		data1 <= 0;
	else if ((cnt>=5'd0) && (cnt<=5'd8))
		data1 <= input_div[cnt*4];
end
always @(posedge clk or negedge rst_n) begin
	if (!rst_n)
		data2 <= 0;
	else if ((cnt>=5'd0) && (cnt<=5'd8))
		data2 <= input_div[cnt*4+1];
end
always @(posedge clk or negedge rst_n) begin
	if (!rst_n)
		data3 <= 0;
	else if ((cnt>=5'd0) && (cnt<=5'd8))
		data3 <= input_div[cnt*4+2];
end
always @(posedge clk or negedge rst_n) begin
	if (!rst_n)
		data4 <= 0;
	else if ((cnt>=5'd0) && (cnt<=5'd8))
		data4 <= input_div[cnt*4+3];
end
always @(posedge clk or negedge rst_n) begin
	if (!rst_n)
		data5 <= 0;
	else if (maxpool_en) begin
		if (data1 < data2)
			data5 <= data2;
		else
			data5 <= data1;
	end
end
always @(posedge clk or negedge rst_n) begin
	if (!rst_n)
		data6 <= 0;
	else if (maxpool_en) begin
		if (data3 < data4)
			data6 <= data4;
		else
			data6 <= data3;
	end
end
always @(posedge clk or negedge rst_n) begin
	if (!rst_n)
		maxpool_output <= 0;
	else if ((cnt>=5'd2) && (cnt<=5'd10)) begin
		if (data5 < data6)
			maxpool_output[(cnt-1)*8 -1-:8] <= data6;
		else 
			maxpool_output[(cnt-1)*8 -1-:8] <= data5;
	end
end
always @(posedge clk or negedge rst_n) begin
	if (!rst_n)
		maxpool_valid_o <= 1'b0;
	else if (maxpool_valid_o)
		maxpool_valid_o <= 1'b0;
	else if (cnt == 5'd12)
		maxpool_valid_o <= 1'b1;
end
endmodule
```

## run.sh

```bash
#!/bin/bash
# OpenROAD 26Q1-2900-gdf79404cd8, Yosys 0.63+post, stock flow scripts
make -C /OpenROAD-flow-scripts/flow DESIGN_CONFIG=/design/flow/config.mk WORK_HOME=/design/flow/orfs finish
```

## config.mk

```make
export PLATFORM = sky130hd
export DESIGN_NAME = maxpool
export DESIGN_NICKNAME = maxpool
export VERILOG_FILES = /design/flow/design.v
export SDC_FILE = /design/flow/constraint.sdc
export NUM_CORES = 4
export LEC_CHECK = 1
export CORE_UTILIZATION = 30
```

## constraint.sdc

```tcl
current_design maxpool

set clk_period 9.3
set clk_io_pct 0.2

create_clock -name clk0 -period $clk_period [get_ports {clk}]

set non_clock_inputs [all_inputs -no_clocks]
set_input_delay [expr $clk_period * $clk_io_pct] -clock clk0 $non_clock_inputs
set_output_delay [expr $clk_period * $clk_io_pct] -clock clk0 [all_outputs]
```

==> flow_summary.yaml <==
# physical design summary
worst_setup_path:
  cp_max_fo: 21
  path_class: "reg -> reg"
  r2r_cells: 13
  cp_num_buf_inv: 2
  ff2ff_setup_slack_ns: 2.72
  critPathRequiredTime_ns: 9.59
  r2r-end: "maxpool_output[21]$_DFFE_PN0P_"
  worstReg2RegStart: "cnt[0]$_DFFE_PN0P_"
  cp_cell_sequence: "inv_1, ha_1, nor4bb_1, nor3b_2, xnor2_1, nor4_1, inv_1, ha_1, or4_1, or4_1, or4b_1, nor4_4, mux2_2"
  critPathLaunchType: "flip-flop"
  slowest_delay_ns: 0.80
  cp_top_family: "simple AND/OR/NAND/NOR gates"
  end_kind: "flip-flop"
  crit_slowest_cell: "nor4_1"
  worstPathArrival_ns: 6.87
layout:
  stdcell_count: 1468
  logic_area_mm2: 0.004387
  area_growth_pct: 57.96
  fin_util: 0.4884
  register_area_mm2: 0.003178
  lay_top_cells: "362 x clkdlybuf4s50_1, 127 x dfrtp_1, 81 x a22oi_1"
  n_fill_cell: 2329
  final_common_cell: "clkdlybuf4s50_1"
  design_area_mm2: 0.01244
  drive_gt1_frac: 0.1226
grt:
  grt_pass1_vias: 7853
  grt_overflow_total: 0
  antenna_found_initial: 5
  gr-usage-all-layers: 0.2571
  grt_max_degree: 65
  grt_pass1_wl_um: 49510
pwr:
  switching_power_mw: 1.725
  swShare: 0.4230
  p_leak_nw: 5.116
  ir_drop_uv: 182.2
  internal_power_mw: 2.353
  p_comb_frac: 0.589
  cellPowerDensity_mw_per_mm2: 327.8
  pwr-share-clk: 0.161
  seqPwrFrac: 0.250
yosys:
  ys_async_sr_fraction: 1.000
  synth_cells: 781
  ff_type: "dfrtp_1"
  ys_chip_area_mm2: 0.007875
  ys_types: 60
  yosysCellCount: 781
  edf_count: 0
  netlist_area_mm2: 0.007875
  synth.avg_cell_area_um2: 10.08
  ys_seq_frac: 0.4036
  numSynthFlops: 127
  yosysWarnings: 1
routing:
  ant_nets: 0
  via_per_inst: 5.448
  post_drt_wl_per_cell_um: 22.93
  drt_iter0_drc: 675
  drt-total-wl_um: 33660
  firstDrtPassIters: 6
  drc: 0
  vias: 7998
placed_design:
  place_congestion: 0.9320
  numPortBuffers: 363
  dp_hpwl_um: 26800
  place_area_mm2: 0.01184
  post-place-cells: 1433
die:
  core_area_mm2: 0.02547
  chipArea_mm2: 0.02690
  placementRows: 58
  ios: 364
  die_h_um: 164.0
  fp_util: 0.3092
  die_w_um: 164.0
timing:
  timing.final.crit_share: 0.7075
  hold_violations: 0
  drv_slew: 0
  fin_setup_tns_ns: 0
  maxSlewHeadroom: 0.3753
  worst_pin_slew_ns: 0.9314
  period_minus_slack_ns: 6.580
  clock.fmax_mhz: 152.0
  hold_ws_ns: 0.4991
  setup_viol: 0
  fin_skew_ns: 0.01112
  rsz0062_at_grt: "false"
clocking:
  cts_made_buffers: 17
  root_buffer: "clkbuf_16"
  cts_tree: "done"
  cts-resized-gates: 0
  htreeDepth: 4
  cts_num_sinks: 127
  cts_hold_buffers: 0
  clk_pin_slew_ns: 0.05
  cts_buffer_depth: 2
  clk_latency_ns: 0.41
  postCtsSetupBuffers: 0
outcome:
  status: "complete, no violations"
flow_run:
  maxCapViolCount: 0
  warning_count: 30
min_path:
  whs_endpoint: "maxpool_output[54]$_DFFE_PN0P_"
  hold_path_depth: 1
  hp-class: "reg -> reg"
  min_from: "maxpool_output[54]$_DFFE_PN0P_"
==> state kept, by name (all words and copies together), names as in the netlist <==
register,flops
maxpool_valid_o,1
data1,8
data5,8
cnt,5
data3,8
data2,8
data4,8
maxpool_en,1
maxpool_output,72
data6,8
==> power by group through the flow <==
stage                 registers (mW)  logic, mW  clock network, mW
after global routing            1.06       2.65              0.701
after CTS                       1.02       2.41              0.674
final                           1.02       2.40              0.657
==> cell families after synthesis <==
logic type / Yosys count / share of synthesized area
xor gates and xnor gates: 8 / 0.008898
DFF: 127 / 0.4036
AOI/OAI and AO/OA: 237 / 0.2220
muxes: 97 / 0.1360
and+or+nand+nor: 192 / 0.1341
adders and majority gates: 34 / 0.05370
buffers and inverters: 86 / 0.04179
==> cells in the mapped netlist (all sizes together) (7+ instances only) <==
cell type  count  share of area
clkbuf        51          0.024
buf            7         0.0041
a222oi        24          0.031
or3            7         0.0056
a21oi         51          0.032
a22oi         81          0.077
mux2          80           0.11
mux2i         17          0.022
inv           27          0.013
nor3           7         0.0073
o21ai         11         0.0070
a22o           7         0.0078
nor4           9          0.012
a31oi         11         0.0087
nand3         23          0.015
a221oi        17          0.019
ha            33          0.052
nor2          62          0.030
a41oi         15          0.017
dfrtp        127           0.40
nand2         22          0.010
and3          15          0.012
nor2b          7         0.0056
and2           8         0.0064
nand2b         7         0.0056
==> cell type report <==
cell class,instances,share of cell area
Tap cell,330,0.03319
Multi-Input combinational cell,568,0.3526
Sequential cell,127,0.2555
Clock inverter,11,0.01137
Timing Repair Buffer,380,0.3022
Clock buffer,20,0.03591
Inverter,28,0.008449
Antenna cell,4,0.0008047
==> per-stage QoR <==
stage	power [mW]	setup WS, ns
5_1_grt	4.408	2.248
3_5_place_dp	3.423	2.821
2_1_floorplan	2.454	3.712
3_3_place_gp	3.399	2.976
6_report	4.077	2.720
4_1_cts	4.107	2.779
==> routing by layer <==
layer	global-route usage	vias to the layer above	routed length (um)	part of all wire
li1	-	3735	-	-
met1	0.3723	3884	14500	0.43
met2	0.3979	345	15960	0.47
met3	0.06335	34	2581	0.077
met4	0.05051	0	624	0.019
met5	0	-	0	0
==> worst max path at each step <==
stage                                       endpoint  slack [ns]  cells after the start          startpoint
final                 maxpool_output[21]$_DFFE_PN0P_        2.72                     13  cnt[0]$_DFFE_PN0P_
after global routing  maxpool_output[11]$_DFFE_PN0P_        2.25                     13  cnt[0]$_DFFE_PN0P_
after CTS             maxpool_output[21]$_DFFE_PN0P_        2.78                     13  cnt[0]$_DFFE_PN0P_
Power figures rest on the tool's default switching activity, not on a simulated workload.
